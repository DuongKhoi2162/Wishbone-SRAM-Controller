### ./config.mk
export PLATFORM = sky130hd
export DESIGN_NAME = WB_Slave
export DESIGN_NICKNAME = WB_Slave
export VERILOG_FILES = /design/flow/design.v
export SDC_FILE = /design/flow/constraint.sdc
export NUM_CORES = 4
export LEC_CHECK = 1
export CORE_AREA = 10 10 124 124
export DIE_AREA = 0 0 134 134
### ./constraint.sdc
current_design WB_Slave

set clk_period 5.1
set clk_io_pct 0.2

create_clock -name clk0 -period $clk_period [get_ports {CLK_I}]

set non_clock_inputs [all_inputs -no_clocks]
set_input_delay [expr $clk_period * $clk_io_pct] -clock clk0 $non_clock_inputs
set_output_delay [expr $clk_period * $clk_io_pct] -clock clk0 [all_outputs]
### ./design.v
`timescale 1ns / 1ps
module WB_Slave(
    input CLK_I , 
    input RST_I , 
    output [31:0] DAT_I , 
    output reg ACK_I , 
    input [31:0] ADR_O , 
    input [31:0] DAT_O , 
    input WE_O ,
    input STB_O , 
    input CYC_O , 
    output reg [31:0] s_addr ,
    input [31:0] s_rdata , 
    output reg [31:0] s_wdata , 
    output reg s_we , 
    input sram_wr_finish , 
    output reg s_access
    );
reg [1:0] state = IDLE ; 
parameter IDLE = 2'b00 , SEND_ACK = 2'b01 , ACK = 2'b11 ; 
always@(posedge CLK_I or posedge RST_I ) begin 
    if(RST_I) begin 
        state <= IDLE ; 
        ACK_I <= 0 ; 
        s_access <= 0 ; 
    end 
    else begin 
        case(state)
            IDLE: begin 
                s_addr <= ADR_O ;
                s_access <= 0 ;  
                ACK_I <= 0 ; 
                if(STB_O && CYC_O) begin
                    state <= SEND_ACK ; 
                    s_we <= WE_O ; 
                    s_access <= 1 ; 
                end 
            end
            SEND_ACK: begin 
                s_addr <= ADR_O ;
                s_access <= 0 ; 
                if(WE_O) s_wdata <= DAT_O ;
                if(STB_O && CYC_O) begin
                    ACK_I <= 1; 
                    state <= ACK ;
                    s_access <= 1 ; 
                    s_we <= WE_O ; 
                end 
            end 
            ACK: begin
                    s_addr <= ADR_O ;
                    if(WE_O)s_wdata <= DAT_O  ;
                    if (sram_wr_finish) begin
                        state <= IDLE;
                        s_access <= 0 ; 
                        ACK_I <= 0 ; 
                    end
                    else state <= ACK; 
                end
        endcase
    end 
end  
assign DAT_I  = (!WE_O && state == ACK ) ? s_rdata : 32'bz ;
endmodule
### ./run.sh
#!/bin/bash
# OpenROAD 26Q1-2900-gdf79404cd8, Yosys 0.63+post, stock flow scripts
make -C /OpenROAD-flow-scripts/flow DESIGN_CONFIG=/design/flow/config.mk WORK_HOME=/design/flow/orfs finish
==> impl_metrics.py <==
# Synthesis and PnR figures
metrics = {
    "final_layout": {
        "postLayoutCellArea_um2": 3990,
        "logic_area_um2": 90.1,
        "flop_area_um2": 2050,
        "fill_cells": 1259,
        "drive_gt1_frac": 0.0815,
        "syn_to_final_growth_pct": 67.5,
    },
    "global_routing": {
        "grt-busiest-layer": "met2",
        "grt_max_degree": 33,
        "use_met1": 0.0769,
        "met3_usage": 0.0614,
        "grt_first_pass_wirelength_mm": 9.36,
        "grt-ovfl-total": 0,
        "grtUsageMet2": 0.0966,
        "antenna_found_initial": 0,
        "track_usage": 0.0689,
        "grt_pass1_vias": 1572,
    },
    "floorplan": {
        "rows": 41,
        "fp_util": 0.188,
        "coreArea_um2": 12700,
        "io_pins": 201,
        "chip_area_um2": 18000,
        "dieHeight_um": 134,
        "dieWidth_um": 134,
    },
    "pwr": {
        "leakagePower_nw": 1.38,
        "vdd_ir_drop_max_mv": 0.223,
        "p_seq_frac": 0.501,
        "pwr-share-clk": 0.345,
        "internal_power_w": 0.00119,
        "switching_share": 0.199,
        "power-per-cell-area_nw_per_um2": 373,
        "p_sw_w": 0.000296,
        "p_comb_frac": 0.154,
    },
    "cts": {
        "cts_buffer_depth": 2,
        "cts_setup_buffers": 0,
        "numCtsBuffers": 9,
        "cts-root-buf": "clkbuf_16",
        "clkTransAtPathRegs_ps": 50,
        "cts_hold_buf": 0,
        "clk_latency_ps": 320,
        "cts_sinks": 69,
        "cts_resized": 0,
        "htree_levels": 3,
        "cts_tree": "yes",
    },
    "route": {
        "dr.pass1.iters": 3,
        "route.detailed.drc": 0,
        "vias": 1362,
        "drtIter0Drc": 45,
        "wl_per_cell_um": 15.4,
        "drt-total-wl_mm": 6.22,
        "diodes": 0,
        "drtAntennaViolNets": 0,
        "avgViaCountPerCell": 3.36,
    },
    "worst_setup_path": {
        "worstPathMaxFanout": 32,
        "cpPeakStageDelay_ps": 460,
        "crit_path_end_kind": "flop",
        "cp.required_ps": 5080,
        "critPathKind": "input port to flop",
        "arrival_ps": 2220,
        "worstPathCellList": "clkdlybuf4s50_1, inv_1, and3_1, buf_4",
        "critPathLaunchType": "input port",
        "slowest_stage": "clkdlybuf4s50_1",
    },
    "final_timing": {
        "final-hold-violation-count": 0,
        "tightest_slew_ps": 401,
        "setup_viol": 0,
        "grt_setup_unrepaired": "no",
        "finClkSkew_ps": 2.82,
        "max_freq_mhz": 445,
        "fin_crit_ps": 2250,
        "max_slew_margin": 0.733,
        "post-route-period-util": 0.441,
        "finalSetupTns_ps": 0,
        "drv_slew": 0,
    },
    "place": {
        "numPortBuffers": 136,
        "place_congestion": 0.719,
        "dpl.hpwl_mm": 5.13,
        "placed_area_um2": 3740,
    },
    "yosys": {
        "netlist_area_um2": 2380,
        "synth_warnings": 2,
        "yosysCellCount": 114,
        "ys_area_um2": 2380,
        "ys_ff": 69,
        "synth_cell_type_count": 14,
        "syn_inst": 114,
        "ys_seq_frac": 0.863,
        "syn_avg_cell_area_um2": 20.9,
    },
    "flow_run": {
        "tool_warnings": 25,
        "drv_cap": 0,
    },
    "status": {
        "status": "finished clean",
    },
    "hold_path": {
        "hp-class": "flop to flop",
    },
}
[routing by layer]
layer  part of all wire  vias up
met4              0.025        0
met1               0.35      617
met5                  0        -
li1                   -      620
met2               0.42      108
met3               0.20       17
[placed cells by master (no fill, tap or decap), drive strengths merged]
cell type,count
clkdlybuf4s50,136
edfxtp,65
clkbuf,9
dfrtp,4
clkinv,4
nand2,2
inv,2
buf,2
and3b,1
a31o,1
nand3,1
o221a,1
a21o,1
and3,1
and2,1
a21oi,1
a22o,1
[path summary, 6_finish.rpt]
kind / startpoint / to / slack, ps / cells past startpoint
min in group asynchronous: RST_I / ACK_I / 990 / 2
min: s_access / s_access / 520 / 1
max reg2reg: state[0] / s_addr[1] / 3710 / 3
max: RST_I / s_wdata[8] / 2850 / 4
max in group asynchronous: RST_I / state[1] / 3940 / 2
min reg2reg: s_access / s_access / 520 / 1
[area by class of cell]
| class | count | share of cell area |
|---|---|---|
| timing repair buffer | 138 | 0.345 |
| clock buffer | 9 | 0.0565 |
| tap | 172 | 0.0540 |
| inverter | 2 | 0.00188 |
| clock inverter | 4 | 0.00471 |
| multi-input combinational | 11 | 0.0226 |
| sequential | 69 | 0.515 |
[through the flow]
step	cells	hold WS (ps)	setup WS, ps	total power [W]	util
finish	405	522	2850	0.00149	0.315
global route	405	560	2720	0.00157	0.315
CTS	405	528	2840	0.00152	0.315
detailed placement	392	517	2500	0.000993	0.295
global placement	392	505	2500	0.000991	0.295
floorplan	114	459	2060	0.000796	-
[sequential cells by signal, summed over array words and instances, names as in the netlist]
| signal | count |
|---|---|
| s_we | 1 |
| s_wdata | 32 |
| s_access | 1 |
| state | 2 |
| s_addr | 32 |
| ACK_I | 1 |
[worst max-delay path: cells and delay by family]
| family | cells | cell delay, ps |
|---|---|---|
| simple gates | 1 | 180 |
| buf+inv | 3 | 1000 |
[kinds of logic (layout without fill, tap and decap cells)]
| logic type | count (synthesis) | count (layout) | synth area share |
|---|---|---|---|
| compound gates | 5 | 5 | 0.0179 |
| buf+inv | 34 | 153 | 0.104 |
| simple gates | 6 | 6 | 0.0153 |
| flops | 69 | 69 | 0.863 |
[power by group through the flow]
stage	logic, W	clock network (W)	registers, W
4_1_cts	0.000238	0.000535	0.000746
5_1_grt	0.000253	0.000563	0.000754
6_report	0.000229	0.000513	0.000745
[Yosys cell counts]
library cell / n / area share
a21o_2: 1 / 0.0037
a21oi_1: 1 / 0.0021
a22o_1: 1 / 0.0037
a31o_2: 1 / 0.0037
and2_2: 1 / 0.0032
and3_1: 1 / 0.0026
and3b_2: 1 / 0.0042
buf_4: 32 / 0.10
dfrtp_1: 4 / 0.042
edfxtp_1: 65 / 0.82
inv_1: 2 / 0.0032
nand2_1: 2 / 0.0032
nand3_1: 1 / 0.0021
o221a_1: 1 / 0.0047
Power is estimated from default activity; no workload was simulated.
