===== /design/flow/run.sh =====
#!/bin/bash
# OpenROAD 26Q1-2900-gdf79404cd8, Yosys 0.63+post, stock flow scripts
make -C /OpenROAD-flow-scripts/flow DESIGN_CONFIG=/design/flow/config.mk WORK_HOME=/design/flow/orfs finish

===== /design/flow/config.mk =====
export PLATFORM = sky130hd
export DESIGN_NAME = SRAM_Controller
export DESIGN_NICKNAME = SRAM_Controller
export VERILOG_FILES = /design/flow/design.v
export SDC_FILE = /design/flow/constraint.sdc
export NUM_CORES = 4
export LEC_CHECK = 1
export CORE_AREA = 10 10 99 99
export DIE_AREA = 0 0 109 109

===== /design/flow/constraint.sdc =====
current_design SRAM_Controller

set clk_period 3.9
set clk_io_pct 0.2

create_clock -name clk0 -period $clk_period [get_ports {clk}]

set non_clock_inputs [all_inputs -no_clocks]
set_input_delay [expr $clk_period * $clk_io_pct] -clock clk0 $non_clock_inputs
set_output_delay [expr $clk_period * $clk_io_pct] -clock clk0 [all_outputs]

===== /design/flow/design.v =====
`timescale 1ns / 1ps
module SRAM_Controller(
    input clk ,
    input rst , 
    input [31:0] s_addr , 
    output reg [31:0] s_rdata,
    input [31:0] s_wdata,
    input s_we ,
    output reg sram_wr_finish, 
    input s_access , 
    output reg [16:0] Sram_addr, 
    inout  [7:0] Sram_iodata,
    output reg Sram_wen,
    output reg Sram_oen,
    output reg Sram_cen);
wire [7:0] W_Data [0:3] ; 
reg [7:0] R_Data [0:3] ; 
reg [2:0] state = IDLE  ;
reg [2:0] next_state ; 
reg [7:0] data_sram ;  
integer count = 0 ; 
parameter IDLE = 3'b000, READ = 3'b001 , READ_FINISH = 3'b010 , WRITE = 3'b011 , WRITE_FINISH = 3'b100 ; 
always@(*) begin 
        case(state)
            IDLE:   begin
               count <= 0 ; 
               if(s_access) begin 
                    if(s_we)
                        next_state <= WRITE ; 
                    else 
                        next_state <= READ ;
                end
               else next_state <= IDLE ; 
            end
            READ:   begin
                if(s_access) begin 
                    if(count==2) next_state <= READ_FINISH ; 
                    else begin 
                    next_state <= READ ; 
                    end 
                end 
            end 
            READ_FINISH:    begin 
                count <= 0 ; 
                next_state <= IDLE ; 
            end
            WRITE:  begin
               if(s_access) begin 
                    if(count==2) next_state <= WRITE_FINISH ; 
                    else begin  
                        next_state <= WRITE ;     
                        end
                    end 
            end 
            WRITE_FINISH:   begin
                count <= 0 ;
                next_state <= IDLE ;                 
            end         
    endcase
end 
always@(posedge clk or negedge rst) begin 
    if(!rst) begin 
        count <= 0 ; 
        state <= IDLE ; 
    end 
    else begin 
        state <= next_state ; 
        if (s_access) begin 
        if(state == READ || state == WRITE) count <= count + 1 ; 
        else count <= 0 ; 
        end
    end
end 
always@(*)begin
     case(state)
        READ: begin
           case(count)
                0: s_rdata[7:0] <= Sram_iodata ; 
                1: s_rdata[15:8] <= Sram_iodata ; 
                2: s_rdata[23:16] <= Sram_iodata ; 
           endcase
        end
        READ_FINISH:
           if(clk) begin 
                s_rdata[31:24] <= Sram_iodata ;
           end 
     endcase
end 
always@(*) begin 
    case(state)
            IDLE:   begin
                Sram_addr <= 17'bx ;
                Sram_wen <= 1 ; 
                Sram_oen <= 1 ; 
                Sram_cen <= 1 ; 
                sram_wr_finish <= 0 ;   
            end
            READ:   begin
                Sram_addr <= s_addr + count ; 
                Sram_wen <= 1 ; 
                Sram_oen <= 0 ; 
                Sram_cen <= 0 ;
                sram_wr_finish <= 0 ;     
            end 
            READ_FINISH:    begin 
                Sram_addr <= s_addr + 3 ;
                Sram_wen <= 1 ; 
                Sram_oen <= 0 ; 
                Sram_cen <= 0 ;   
                sram_wr_finish <= 1 ;  
            end
            WRITE:  begin
                data_sram <= W_Data[count]; 
                Sram_addr <= s_addr + count ; 
                Sram_wen <= 0 ; 
                Sram_oen <= 1 ; 
                Sram_cen <= 0 ;   
                sram_wr_finish <= 0;  
            end 
            WRITE_FINISH:   begin
                data_sram <= W_Data[3]; 
                Sram_addr <= s_addr + 3 ;
                Sram_wen <= 0 ; 
                Sram_oen <= 1 ; 
                Sram_cen <= 0 ;  
                sram_wr_finish <= 1; 
            end         
    endcase
end 
assign W_Data[0] = s_wdata[7:0] ; 
assign W_Data[1] = s_wdata[15:8];
assign W_Data[2] = s_wdata[23:16];
assign W_Data[3] = s_wdata[31:24];
assign Sram_iodata = (state==WRITE||state ==WRITE_FINISH)? data_sram : 8'bz   ; 
endmodule

==> impl_results.html <==
<p>Metrics extracted from the flow reports.</p>
<table>
<tr><th>Metric</th><th>Value</th></tr>
<tr><th colspan="2">Detailed routing</th></tr>
<tr><td>Via density</td><td>3.27</td></tr>
<tr><td>Inserted Diodes</td><td>0</td></tr>
<tr><td>Total iterations of the first detailed-routing run</td><td>4</td></tr>
<tr><td>Vias</td><td>1079</td></tr>
<tr><td>Detailed-route DRC error count</td><td>0</td></tr>
<tr><td>Violation tally from detailed-route iteration zero</td><td>27</td></tr>
<tr><td>Final WL</td><td>3660 um</td></tr>
<tr><td>Final routed wire length divided by cell count</td><td>11.1 um</td></tr>
<tr><td>Post-detailed-route count of antenna-violating nets</td><td>0</td></tr>
<tr><th colspan="2">Logic synthesis</th></tr>
<tr><td>Top logic cell family in the synthesized netlist</td><td>simple AND/OR/NAND/NOR gates</td></tr>
<tr><td>Complex Gates by Area</td><td>1.32%</td></tr>
<tr><td>Cell area after technology mapping</td><td>1330 um2</td></tr>
<tr><td>Number of library cell types mapped by synthesis</td><td>25</td></tr>
<tr><td>Multiplexer share of the synthesized area</td><td>0.753%</td></tr>
<tr><td>Number of cells in the yosys synthesis report</td><td>131</td></tr>
<tr><td>Post-synthesis xor/xnor area fraction</td><td>10.5%</td></tr>
<tr><td>Synthesized-area fraction occupied by adder cells</td><td>4.71%</td></tr>
<tr><td>Simple logic cell fraction of the synthesized area</td><td>13.6%</td></tr>
<tr><td>Avg Inst Size Synth</td><td>10.1 um2</td></tr>
<tr><td>Flip-flop and latch count after synthesis</td><td>49</td></tr>
<tr><td>Synthesized instance count</td><td>131</td></tr>
<tr><td>Ys Warns</td><td>66</td></tr>
<tr><td>Chip area in the Yosys report</td><td>1330 um2</td></tr>
<tr><th colspan="2">Place</th></tr>
<tr><td>Final weighted congestion of routability-driven global placement</td><td>0.785</td></tr>
<tr><td>Count of buffers inserted at the top-level ports</td><td>65</td></tr>
<tr><td>Detailed placer's ending HPWL</td><td>3170 um</td></tr>
<tr><td>Cell area after placement</td><td>2120 um2</td></tr>
<tr><th colspan="2">Worst hold path</th></tr>
<tr><td>Kind of path behind the tightest hold check</td><td>flop to clock gate</td></tr>
<tr><td>Critical hold path startpoint</td><td>state[1]</td></tr>
<tr><th colspan="2">Floorplanning</th></tr>
<tr><td>IO Pins</td><td>129</td></tr>
<tr><td>Horizontal die dimension</td><td>109 um</td></tr>
<tr><td>Die Span Y</td><td>109 um</td></tr>
<tr><td>Effective utilization at floorplan</td><td>17.2%</td></tr>
<tr><td>Core area</td><td>7730 um2</td></tr>
<tr><td>Area of the chip</td><td>11900 um2</td></tr>
<tr><td># rows</td><td>32</td></tr>
<tr><th colspan="2">Final timing</th></tr>
<tr><td>Max-slew violation count</td><td>0</td></tr>
<tr><td>Endpoints failing hold</td><td>0</td></tr>
<tr><td>Register pins left without a clock</td><td>39</td></tr>
<tr><td>Final setup vio count</td><td>0</td></tr>
<tr><td>Headroom to the max-slew limit</td><td>50.1%</td></tr>
<tr><td>Pin slew with the least headroom to its limit</td><td>745 ps</td></tr>
<tr><td>Number of unconstrained endpoints</td><td>57</td></tr>
<tr><td>Worst hold slack</td><td>117 ps</td></tr>
<tr><td>Setup repair after global routing missed its margin</td><td>true</td></tr>
<tr><th colspan="2">Run</th></tr>
<tr><td>Max-capacitance violation count</td><td>0</td></tr>
<tr><td>Tool warnings</td><td>84</td></tr>
<tr><th colspan="2">Power</th></tr>
<tr><td>Largest vdd supply drop</td><td>0.182 mV</td></tr>
<tr><td>PwrDens</td><td>146 nW/um2</td></tr>
<tr><td>Static leakage</td><td>0.00108 uW</td></tr>
<tr><th colspan="2">Setup path</th></tr>
<tr><td>Crit path launch</td><td>Sram_iodata[1]</td></tr>
<tr><td>Critical path startpoint category</td><td>input pin</td></tr>
<tr><td>Critical Path AT</td><td>780 ps</td></tr>
<tr><td>WS Path Type</td><td>input pin to latch</td></tr>
<tr><td>Crit-path max FO</td><td>2</td></tr>
<tr><td>CP Capture Type</td><td>latch</td></tr>
<tr><td>Worst Path Required</td><td>780 ps</td></tr>
<tr><th colspan="2">Global route</th></tr>
<tr><td>Vias in the first global route</td><td>1099</td></tr>
<tr><td>GRT overflow</td><td>0</td></tr>
<tr><td>Wire length of the first global-routing pass</td><td>5550 um</td></tr>
<tr><td>Number of antenna violations at the first check in global routing</td><td>0</td></tr>
<tr><td>Largest net degree at the start of global routing</td><td>12</td></tr>
<tr><td>Global routing usage summed across all routing layers</td><td>5.95%</td></tr>
<tr><th colspan="2">Clocking</th></tr>
<tr><td>CTS tree</td><td>yes</td></tr>
<tr><td>Clock-pin slew reported for the worst setup and hold paths after clock tree synthesis</td><td>30 ps</td></tr>
<tr><th colspan="2">Layout</th></tr>
<tr><td>Share of post-route cells with drive strength above 1</td><td>9.21%</td></tr>
<tr><td>Area of all placed cells without fillers</td><td>2340 um2</td></tr>
<tr><td>Area growth from synthesis to layout</td><td>76.3%</td></tr>
<tr><td># fillers</td><td>775</td></tr>
<tr><td>Core utilization of the finished layout</td><td>30.3%</td></tr>
<tr><th colspan="2">Status</th></tr>
<tr><td>Status</td><td>finished, final reports clean</td></tr>
</table>
## what timing repair did
action	4_1_cts	5_1_grt
pin swaps	0	3
endpoints found under the setup margin	4	8
hold endpoints to repair	1	0
gates resized	3	7
setup buffers	0	0
hold buffers	1	0
## cell type report
type | instances | area, um2 | area share (%)
clock buffers | 11 | 151 | 6.46
well taps | 102 | 128 | 5.45
multi-input cells | 92 | 601 | 25.6
flip-flops and latches | 49 | 756 | 32.3
inverters | 9 | 33.8 | 1.44
repair buffers | 67 | 673 | 28.7
## cell families (layout without fill, tap and decap cells)
family,after synthesis,in the layout
adder cells (fa/ha/maj),5,5
flip-flops,2,2
AND-OR/OR-AND,3,3
AND/OR/NAND/NOR,30,30
latches,47,47
buffers and inverters,26,87
XOR/XNOR,16,16
other,1,37
multiplexers,1,1
## tightest hold or removal path, stage by stage (launching register included)
cell and delay [ps]:
sky130_fd_sc_hd__dfrtp_1 380, sky130_fd_sc_hd__ha_2 260, sky130_fd_sc_hd__dlygate4sd3_1 570, sky130_fd_sc_hd__dlygate4sd3_1 560
## cell usage after synthesis (all sizes together)
| master | n | area (um2) |
|---|---|---|
| and3b | 1 | 8.76 |
| o21ai | 1 | 5.00 |
| ha | 5 | 62.6 |
| nand4 | 4 | 40.0 |
| buf | 17 | 125 |
| xor2 | 10 | 87.6 |
| nand4b | 1 | 8.76 |
| o211ai | 1 | 7.51 |
| nand3b | 1 | 11.3 |
| nand2b | 1 | 6.26 |
| inv | 9 | 33.8 |
| nand2 | 5 | 18.8 |
| nor3 | 5 | 25.0 |
| nor4 | 5 | 31.3 |
| conb | 1 | 3.75 |
| a21oi | 1 | 5.00 |
| xnor2 | 6 | 52.6 |
| dlxtp | 16 | 240 |
| dlxtn | 31 | 465 |
| mux2i | 1 | 10.0 |
| nand3 | 3 | 15.0 |
| dfrtp | 2 | 50.1 |
| nor2 | 4 | 15.0 |
## flip-flops by register name, summed over array words and instances (netlist names)
register and count:
Sram_addr 17, sram_wr_finish 1, Sram_iodata 8, s_rdata 16, Sram_wen 1, Sram_cen 1
state 2, next_state 2, Sram_oen 1
## report_power, final
part           total, uW  leakage [uW]  internal [uW]  switching, uW
Combinational       70.8      0.000593           46.6           24.2
Sequential          53.9      0.000404           49.2           4.68
Clock                218     0.0000804            178           40.3
Total                343       0.00108            274           69.2
## path summary, 6_finish.rpt
| check | slack [ps] | cells past startpoint | to |
|---|---|---|---|
| max in group gated | 1680 | 4 | clock gate |
| worst max-delay path | 0 | 0 | s_rdata[25] |
| max in group asynchronous | 3340 | 1 | state[1] |
| min in group clk0 | 1930 | 1 | s_rdata[28] |
| min in group asynchronous | 430 | 1 | state[0] |
| worst min-delay path | 120 | 3 | clock gate |
## layout by cell type (no fill, tap or decap), types with 3 or more instances in the layout
cell and count:
sky130_fd_sc_hd__nand2_1 5, sky130_fd_sc_hd__inv_1 9, sky130_fd_sc_hd__nand4_1 3, sky130_fd_sc_hd__nor3_2 3, sky130_fd_sc_hd__dlxtn_1 31, sky130_fd_sc_hd__xnor2_1 6
sky130_fd_sc_hd__nor4_2 3, sky130_fd_sc_hd__clkdlybuf4s50_1 64, sky130_fd_sc_hd__dlxtp_1 16, sky130_fd_sc_hd__ha_1 4, sky130_fd_sc_hd__conb_1 37, sky130_fd_sc_hd__xor2_1 10
sky130_fd_sc_hd__clkbuf_8 11, sky130_fd_sc_hd__nor2_1 4, sky130_fd_sc_hd__nand3_1 3
## stage by stage
step	TNS, ps	power [uW]	cells	worst slack, ps
after floorplan	0	77.9	167	0
after CTS	0	352	330	0
after global placement	-78.6	126	317	-51.5
after detailed placement	-33.5	126	317	-27.8
after global routing	-413	364	330	-134
final	0	343	330	0
## metal layers
| metal | vias to the layer above | wire length [um] | global-route usage [%] |
|---|---|---|---|
| met5 | - | 0 | 0 |
| li1 | 566 | - | - |
| met1 | 469 | 1340 | 6.45 |
| met2 | 38 | 1990 | 10.6 |
| met4 | 0 | 31 | 1.22 |
| met3 | 6 | 295 | 2.51 |
No activity file was given, so power comes from the tool's default toggle rates.
